==> ./design.v <==
`timescale 1ns / 1 ps
module count28(clk, resetn, enable, count28_out);
input clk;			 
input resetn;			 
input enable;			 
output [9:0] count28_out;	 
reg [1:0] resetn_sync;	 
reg [1:0] enable_sync;	 
reg [27:0] count;	 
assign count28_out = count[27:18];  
always @(posedge clk)
begin
	resetn_sync <= {resetn_sync[0],resetn};
end
always @(posedge clk)
begin
	enable_sync <= {enable_sync[0],enable};
end
always @(posedge clk)
begin
	if(!resetn_sync[1])  
		 count <= 0;
	else
		if (enable_sync[1])  
			count <= count + 1;
end
endmodule
==> ./run.sh <==
#!/bin/bash
# OpenROAD 26Q1-2900-gdf79404cd8, Yosys 0.63+post, stock flow scripts
make -C /OpenROAD-flow-scripts/flow DESIGN_CONFIG=/design/flow/config.mk WORK_HOME=/design/flow/orfs finish
==> ./config.mk <==
export PLATFORM = sky130hd
export DESIGN_NAME = count28
export DESIGN_NICKNAME = count28
export VERILOG_FILES = /design/flow/design.v
export SDC_FILE = /design/flow/constraint.sdc
export NUM_CORES = 4
export LEC_CHECK = 1
export CORE_AREA = 10 10 101 101
export DIE_AREA = 0 0 111 111
==> ./constraint.sdc <==
current_design count28

set clk_period 6.6
set clk_io_pct 0.2

create_clock -name clk0 -period $clk_period [get_ports {clk}]

set non_clock_inputs [all_inputs -no_clocks]
set_input_delay [expr $clk_period * $clk_io_pct] -clock clk0 $non_clock_inputs
set_output_delay [expr $clk_period * $clk_io_pct] -clock clk0 [all_outputs]
==> results.toml <==
# flow metrics
[clock_tree]
cts_tree = "done"
clk_pin_slew_ns = 0.07
root_buffer = "clkbuf_8"
post_cts_buffers = 0
htreeDepth = 2
cts_max_path_buffers = 2
clkSinkCount = 32
cts_buffers = 5
ctsHoldBuffers = 0
clock_latency_ns = 0.28
post_cts_resized = 0

[logic_synthesis]
ys_warn_count = 1
synth_cells = 159
yosysCellCount = 159
synth-edff-count = 0
postSynth.asyncResetShare = 0
ys_seq_frac = 0.427
ys_area_sq_um = 1500
synth_area_per_cell_sq_um = 9.44
synth_cell_types = 35
ys_ff = 32
syn_area_sq_um = 1500
ys.flop_type = "dfxtp_1"

[cells_and_area]
lay_top_count = "dfxtp_1"
final_util = 0.219
drive_gt1_frac = 0.0970
layout_top_cells = "32 x dfxtp_1, 12 x clkdlybuf4s50_1, 11 x nand2_1, 11 x and2_1"
syn_to_final_growth_pct = 18.7
fill_cells = 859

[worst_setup_path]
cp_slowest_cell = "clkdlybuf4s50_1"
start_kind = "flop"
crit_start = "count[22]"
cp.required_ns = 5.28
crit_type = "flop to primary output"
critPathBufInv = 1
cp_top_family = "buffers and inverters"
endpoint_kind = "primary output"
worst_path_largest_cell_delay_ns = 0.50
rr_worst_depth = 4
crit_cells = 1
cp.arrival_ns = 1.20
timing.rr.end = "count[25]"
reg2reg_slack_ns = 4.51
path_cells = "clkdlybuf4s50_1"
rr_startpoint = "enable_sync[1]"
cp_max_fo = 7
crit_end = "count28_out[4]"

[placement]
dp_hpwl_um = 1740
port-buffer-count = 12
place.gp.congestion = 0.727

[final_timing]
relSlewSlack = 0.769
tightest_slew_ns = 0.346
fin_crit_sh = 0.381
fmax_mhz = 397
grt_setup_unrepaired = "no"
hold_viol = 0
tns_ns = 0
skew_ns = 0.00657
drv_slew = 0
fin_crit_ns = 2.52
setup_viol = 0

[global_route]
antenna_found_initial = 0
grtUsageTotal = 0.0418
grt_pass1_wl_um = 4600
grt_pass1_vias = 975
grt_max_degree = 31
grt.overflow.total = 0

[floorplan]
fp.dieH_um = 111
chip_area_sq_um = 12300
initCoreUtil = 0.184
core-area_sq_um = 8130
top_level_ports = 13
num_rows = 33
die_x_um = 111

[drt]
drcViolationCount = 0
via_per_inst = 4.01
vias = 1084
dr.max_layer_used = "met4"
drt_iter0_markers = 71
antenna_cells = 0
wl_per_cell_um = 9.58
wl_um = 2590
wl_met1_um = 1320
antenna_left = 0
wl_met2_um = 1070
wl_met3_um = 141
dr.pass1.iters = 4

[outcome]
status = "complete, no violations"

[job]
warning_count = 25
max_cap_violations = 0

[power]
cellLeakagePower_nw = 0.588
powerDensity_nw_per_um2 = 230
vdd_ir_drop_max_mv = 0.0770

[hold_path]
worstHoldStart = "resetn_sync[0]"
hp-class = "flop to flop"
[sequential cells by signal (all words and copies together) (netlist names)]
name and count:
count 28, enable_sync 2, resetn_sync 2
[how the worst min path moves through the flow]
| stage | slack, ns | cells past startpoint | to |
|---|---|---|---|
| after CTS | 0.33 | 0 | resetn_sync[1] |
| final | 0.33 | 0 | resetn_sync[1] |
| after global routing | 0.33 | 0 | resetn_sync[1] |
[where the power goes]
group	internal (mW)	total, mW	switching [mW]
Sequential	0.196	0.198	0.00215
Clock	0.133	0.204	0.0704
Combinational	0.00456	0.00829	0.00373
[metrics by stage]
stage	hold slack, ns	instance area (sq um)	instances	total power, mW	setup slack (ns)
CTS	0.330	1780	270	0.417	4.06
global placement	0.313	1650	262	0.210	4.38
floorplan	0.310	1500	159	0.208	4.77
global route	0.334	1780	270	0.425	4.00
detailed placement	0.315	1650	262	0.210	4.38
finish	0.327	1780	270	0.410	4.08
[area by class of cell]
| class | count | area, sq um | area share |
|---|---|---|---|
| clock buffers | 7 | 96.3 | 0.0541 |
| clock inverters | 1 | 30.0 | 0.0169 |
| inverters | 4 | 15.0 | 0.00843 |
| multi-input cells | 108 | 739 | 0.415 |
| flip-flops and latches | 32 | 641 | 0.360 |
| well taps | 105 | 131 | 0.0738 |
| repair buffers | 13 | 128 | 0.0717 |
[Yosys cell counts (all sizes together) (3+ instances only)]
library cell  number  share of area
a21boi            13          0.065
clkbuf             3         0.0075
o31ai              3          0.015
or3               10          0.043
nand4              7          0.043
and2              11          0.046
xnor2              7          0.041
o21ai             10          0.033
buf               12          0.063
xor2               5          0.029
dfxtp             32           0.43
nand2             11          0.028
inv                4          0.010
nor3b              3          0.015
nand3              6          0.020
or4                5          0.030
[logic make-up (layout without fill, tap and decap cells)]
group,after synthesis,in the layout,share of synthesized area
compound gates,28,28,0.125
xor+xnor,12,12,0.0701
fa+ha+maj,1,1,0.00834
buf+inv,19,25,0.0801
flops,32,32,0.427
mux,2,2,0.0133
simple gates,65,65,0.276
[routing by layer]
| layer | vias up | GRT usage |
|---|---|---|
| li1 | 572 | - |
| met1 | 490 | 0.0578 |
| met2 | 15 | 0.0605 |
| met3 | 7 | 0.0153 |
| met4 | 0 | 0.00955 |
| met5 | - | 0 |
No activity file was given, so power comes from the tool's default toggle rates.
